[./config.mk]
export PLATFORM = sky130hd
export DESIGN_NAME = fifo_async
export DESIGN_NICKNAME = fifo_async
export VERILOG_FILES = /design/flow/design.v
export SDC_FILE = /design/flow/constraint.sdc
export NUM_CORES = 4
export LEC_CHECK = 1
export CORE_UTILIZATION = 30
[./constraint.sdc]
current_design fifo_async

set clk_period 6.4
set clk_io_pct 0.2

create_clock -name clk0 -period $clk_period [get_ports {i_rclk}]
create_clock -name clk1 -period $clk_period [get_ports {i_wclk}]

set non_clock_inputs [all_inputs -no_clocks]
set_input_delay [expr $clk_period * $clk_io_pct] -clock clk0 $non_clock_inputs
set_output_delay [expr $clk_period * $clk_io_pct] -clock clk0 [all_outputs]
[./design.v]
module fifo_async 
    #(parameter DATA_WIDTH         = 8,  
      parameter PTR_WIDTH          = 4,  
      parameter ALMOSTFULL_OFFSET  = 1,  
      parameter ALMOSTEMPTY_OFFSET = 1)  
    (
    input  wire                  i_wclk,          
    input  wire                  i_wrstn,         
    input  wire                  i_wr,            
    input  wire [DATA_WIDTH-1:0] i_wdata,         
    output reg                   o_wfull,         
    output reg                   o_walmostfull,   
    output reg  [PTR_WIDTH   :0] o_wfill,         
    input  wire                  i_rclk,          
    input  wire                  i_rrstn,         
    input  wire                  i_rd,            
    output wire [DATA_WIDTH-1:0] o_rdata,         
    output reg                   o_rempty,        
    output reg                   o_ralmostempty,  
    output reg  [PTR_WIDTH   :0] o_rfill          
    );
    reg  [DATA_WIDTH-1:0] mem [0:((1<<PTR_WIDTH)-1)];  
    wire [PTR_WIDTH-1:0] raddr;         
    wire [PTR_WIDTH-1:0] waddr;         
    reg  [PTR_WIDTH  :0] rq1_wptr;      
    reg  [PTR_WIDTH  :0] rq2_wptr;      
    wire [PTR_WIDTH  :0] rq2_wptr_bin;  
    reg  [PTR_WIDTH  :0] rdiff;
    reg  [PTR_WIDTH  :0] rbin;          
    wire [PTR_WIDTH  :0] rbinnext;      
    reg  [PTR_WIDTH  :0] rptr;          
    wire [PTR_WIDTH  :0] rgraynext;     
    wire                 rempty_val;    
    reg  [PTR_WIDTH  :0] wq1_rptr;      
    reg  [PTR_WIDTH  :0] wq2_rptr;      
    wire [PTR_WIDTH  :0] wq2_rptr_bin;  
    reg  [PTR_WIDTH  :0] wdiff; 
    reg  [PTR_WIDTH  :0] wbin;          
    wire [PTR_WIDTH  :0] wbinnext;      
    reg  [PTR_WIDTH  :0] wptr;          
    wire [PTR_WIDTH  :0] wgraynext;     
    wire wfull_val;                     
    initial begin
        rbin = 0;
        rptr = 0;
        o_rempty = 1;
        wbin = 0;
        wptr = 0;
        o_wfull = 0;
        {rq1_wptr, rq2_wptr} = 0;
        {wq1_rptr, wq2_rptr} = 0;
    end
    assign o_rdata = mem[raddr];
    always@(posedge i_wclk) begin
        if((i_wr) && (!o_wfull)) mem[waddr] <= i_wdata;
    end
    always@(posedge i_wclk or negedge i_wrstn) begin
        if(!i_wrstn) {wq2_rptr, wq1_rptr} <= 0;
        else         {wq2_rptr, wq1_rptr} <= {wq1_rptr, rptr};
    end
    always@(posedge i_rclk or negedge i_rrstn) begin
        if(!i_rrstn) {rq2_wptr, rq1_wptr} <= 0;
        else         {rq2_wptr, rq1_wptr} <= {rq1_wptr, wptr};
    end
    assign raddr      = rbin[PTR_WIDTH-1:0];
    assign rbinnext   = rbin + { {(PTR_WIDTH){1'b0}}, ((i_rd) && (!o_rempty)) };
    assign rgraynext  = (rbinnext >> 1) ^ rbinnext;
    assign rempty_val = (rgraynext == rq2_wptr);
    assign rq2_wptr_bin[PTR_WIDTH] = rq2_wptr[PTR_WIDTH];
    genvar i;
    for(i=PTR_WIDTH-1; i>=0; i=i-1) begin
        xor(rq2_wptr_bin[i], rq2_wptr[i], rq2_wptr_bin[i+1]);
    end
    always@* begin 
        if(rbinnext <= rq2_wptr_bin) 
            rdiff = rq2_wptr_bin - rbinnext; 
        else 
            rdiff = (1<<(PTR_WIDTH+1)) - rbinnext + rq2_wptr_bin;
    end 
    always@(posedge i_rclk, negedge i_rrstn) begin 
        if(!i_rrstn) begin 
            rbin           <= 0;
            rptr           <= 0;
            o_rfill        <= 0;
            o_rempty       <= 1;
            o_ralmostempty <= 1;
        end 
        else begin 
            rbin           <= rbinnext;
            rptr           <= rgraynext;
            o_rfill        <= rdiff;
            o_rempty       <= rempty_val; 
            o_ralmostempty <= (rdiff <= ALMOSTEMPTY_OFFSET);
        end 
    end 
    assign waddr     = wbin[PTR_WIDTH-1:0];
    assign wbinnext  = wbin + { {(PTR_WIDTH){1'b0}}, ((i_wr) && (!o_wfull)) };
    assign wgraynext = (wbinnext >> 1) ^ wbinnext; 
    assign wfull_val = (wgraynext == {~wq2_rptr[PTR_WIDTH:PTR_WIDTH-1], wq2_rptr[PTR_WIDTH-2:0]});
    assign wq2_rptr_bin[PTR_WIDTH] = wq2_rptr[PTR_WIDTH];
    genvar j;
    for(j=PTR_WIDTH-1; j>=0; j=j-1) begin
        xor(wq2_rptr_bin[j], wq2_rptr[j], wq2_rptr_bin[j+1]);
    end
    always@* begin 
        if(wq2_rptr_bin <= wbinnext)
            wdiff = (wbinnext - wq2_rptr_bin);
        else 
            wdiff = ((1<<(PTR_WIDTH+1)) - wq2_rptr_bin + wbinnext); 
    end     
    always@(posedge i_wclk, negedge i_wrstn) begin 
        if(!i_wrstn) begin 
            wbin          <= 0;
            wptr          <= 0;
            o_wfill       <= 0;
            o_wfull       <= 0;
            o_walmostfull <= 0;
        end 
        else begin 
            wbin          <= wbinnext;
            wptr          <= wgraynext;
            o_wfull       <= wfull_val;
            o_wfill       <= wdiff;
            o_walmostfull <= (o_wfill >= ( ((1<<PTR_WIDTH)-ALMOSTFULL_OFFSET)) ) ||
                             (wgraynext == {~wq2_rptr[PTR_WIDTH:PTR_WIDTH-1], wq2_rptr[PTR_WIDTH-2:0]});
        end 
    end 
endmodule
[./run.sh]
#!/bin/bash
# OpenROAD 26Q1-2900-gdf79404cd8, Yosys 0.63+post, stock flow scripts
make -C /OpenROAD-flow-scripts/flow DESIGN_CONFIG=/design/flow/config.mk WORK_HOME=/design/flow/orfs finish
==> notes.md <==
Flow results follow.

The number of hold violations in the final report is 0. The stage delay of the slowest cell on the critical path is 750 ps. The power density relative to cell area is about 550 mW/mm². The layout has 2034 filler cells.

The post-synthesis async set-or-reset flop share is 28.89%. According to the dpl log, the detail-placed design has an HPWL of 8362 µm. Routing resource usage on met1 recorded by global route was 15.62%.

The total number of yosys warnings is 1. Per the STA report, the cell with the highest stage delay on the worst path is sky130_fd_sc_hd__dfrtp_2. In the post-synthesis netlist, the biggest area contributors are sky130_fd_sc_hd__edfxtp_1, sky130_fd_sc_hd__dfrtp_1, sky130_fd_sc_hd__mux4_2. The synthesized design devotes to its leading area cell type 54.23% of total area. The clock network burns 24.0% of the power.

In the synthesized netlist, the number of instances is 364. The routed design shows a wire length per standard cell of ~17 µm. Yosys stat counts 364 cells in the synthesized netlist.

Listed in order, past its start point the critical path passes buf_4 > mux4_2 > mux4_2 > clkdlybuf4s50_1. The most utilized layer in the global route result is met2. The most instantiated library cell after synthesis is sky130_fd_sc_hd__edfxtp_1. The worst setup path is of the reg -> out kind. The largest driver fanout on the critical path is 18.

The cell area that synthesis handed to floorplanning was 0.007088 mm². The commonest cells after synthesis are sky130_fd_sc_hd__edfxtp_1, sky130_fd_sc_hd__dfrtp_1, sky130_fd_sc_hd__mux4_2, sky130_fd_sc_hd__xnor2_1, sky130_fd_sc_hd__inv_1. The via count is ~3300. The synthesized design contains 128 enable-type register cells. The run finished with clean final reports. The net switching power figure is 1.540 mW. The share of post-route cells with drive strength above 1 is 21.68%. The die outline width is 155.7 µm. Setup violations remaining at the end of the flow were counted as 0. The accumulated negative setup slack is 0 ps.

Sequential elements use 72.62% of the synthesized area. The count of cell types in the netlist is 39. The data arrival time of the critical path is 2980 ps.

For this run, global-route usage on met3 was measured as 6.874%. The type recorded for the worst min-delay path is reg -> reg. The worst endpoint required time is about 5100 ps.

The DRC violation total left in the routed layout is recorded as 0. After global routing the overflow that remains totals 0. The report lists the number of standard-cell rows as between 50 and 60.

The count of boundary I/O pins is 36. After synthesis, the mean cell area works out to 19.47 µm². Across the whole layout, storage elements account for 0.005149 mm². The share of power burned in combinational logic is around two fifths. The switching share of power is 33.06%. The number of gates resized after cts is 0. At the floorplan stage, the core utilization is reported as 30.93%. The cell that appears most often on the critical path is sky130_fd_sc_hd__mux4_2.

Setup repair after global routing left no endpoint under its margin. The final max-slew violation count is 0. The multi-input combinational cells in the finished layout cover a total of 0.001818 mm². The routed design has 12640 µm of wire. The final antenna-violating net count is 0. The placement summary gives the final routability congestion estimate as 0.7860.

The post-CTS repair timing setup buffer count is 0. The type of element capturing the critical path is an output port. In this run the VDD rail shows a maximum IR drop of 247.5 µV. The relative slew slack is 34.24%. sky130_fd_sc_hd__edfxtp_1 takes more of the synthesized area than any other cell. The static power due to leakage is 2.962 nW.

In this run, synthesis produced a sequential element count of 180. The number of sinks on the clock net is 180. The CTS tree is built. The warning total across the stage logs is 27. Looking at the power breakdown, sequential logic takes ~37% of the total.

The iteration count recorded for the first detailed-route pass is 6. The global routing report lists met2 layer usage as 17.89%. The final timing report lists clock skew as 8.159 ps. The overall power is 4.658 mW. The via count of the first global-routing pass was 3617. Per the OpenROAD floorplan log, the height of the die is 155.7 µm. The post-placement cell area is a little under 0.008 mm². After the first detailed-routing iteration, the DRC count stood at between 150 and 200. The initial antenna violation count is 0. The max-cap check violation count is 0. The most used flip-flop cell is sky130_fd_sc_hd__edfxtp_1. The worst setup path is launched from a flop.

The wire length of the first global-routing pass is 20240 µm. The synthesis-to-layout area growth is 19.96%. The final instance area is about 0.0085 mm².

Per the detail_route report, vias per standard cell equal ~4.5. The all-layer global routing usage is 11.80%. Looking at the max-slew report, the worst-margin pin has a slew of 982.8 ps. The final antenna diode tally reported by the flow is 0. The floorplan step defined a die boundary enclosing 0.02425 mm². The number of buffers inserted by hold repair at cts is 0. The number of port buffers is 34. The cell internal power dissipation is 3.118 mW. The pin count of the biggest net entering global routing is 41. The register clock-pin slew on the reported worst setup and hold paths is 70 ps. The standard cell core area is around 0.023 mm².

The chip area estimate from yosys synthesis is a little over 0.007 mm².
cells by family (layout without fill, tap and decap cells):
family | after synthesis | in the layout | synth area share, %
flops | 180 | 180 | 72.62
mux | 40 | 40 | 12.71
simple gates | 42 | 42 | 3.124
xor+xnor | 41 | 41 | 5.384
fa+ha+maj | 14 | 14 | 2.648
compound gates | 17 | 17 | 1.783
buf+inv | 30 | 95 | 1.730
metrics by stage:
| stage | setup slack (ps) | instances | hold slack, ps | util [%] |
|---|---|---|---|---|
| after global placement | 2378 | 706 | 331.1 | 34.14 |
| after detailed placement | 2332 | 706 | 334.7 | 34.14 |
| after CTS | 2056 | 742 | 173.5 | 37.11 |
| after global routing | 1912 | 742 | 184.6 | 37.11 |
| final | 2145 | 742 | 182.9 | 37.11 |
| after floorplan | 3223 | 364 | 331.2 | - |
cells in the final DEF (no fill, tap or decap), types with 2 or more instances in the layout:
cell                              Yosys  routed
sky130_fd_sc_hd__a21o_1               2       2
sky130_fd_sc_hd__clkbuf_16            0      20
sky130_fd_sc_hd__edfxtp_1           128     128
sky130_fd_sc_hd__nand2b_1             2       2
sky130_fd_sc_hd__and3b_1              2       2
sky130_fd_sc_hd__dfrtp_1             50      49
sky130_fd_sc_hd__buf_4                0       8
sky130_fd_sc_hd__clkdlybuf4s50_1      0      34
sky130_fd_sc_hd__ha_1                11      11
sky130_fd_sc_hd__clkinv_8             0       3
sky130_fd_sc_hd__nor2b_1              3       3
sky130_fd_sc_hd__mux4_2              40      40
sky130_fd_sc_hd__a21oi_1              5       5
sky130_fd_sc_hd__nand3b_1             2       2
sky130_fd_sc_hd__dfstp_2              2       2
sky130_fd_sc_hd__nand3_1              5       5
sky130_fd_sc_hd__inv_1               17      17
sky130_fd_sc_hd__nand2_1              4       4
sky130_fd_sc_hd__a21boi_0             2       2
sky130_fd_sc_hd__xnor2_1             24      24
sky130_fd_sc_hd__fa_1                 2       2
sky130_fd_sc_hd__nor3_1               5       5
sky130_fd_sc_hd__inv_8                0       4
sky130_fd_sc_hd__xor2_1              15      15
sky130_fd_sc_hd__nor2_1              14      14
sky130_fd_sc_hd__inv_6                0       5
cell type report:
class	instances	area share, %
flip-flops and latches	180	60.55
multi-input cells	154	21.38
clock buffers	21	6.048
repair buffers	42	4.709
well taps	313	4.606
clock inverters	15	1.957
inverters	17	0.7504
registers in the layout (all words and copies together) (netlist names), 4 cells and up:
name      cells
rptr          4
mem         128
rq1_wptr      5
wbin          5
wq1_rptr      5
o_wfill       5
wptr          4
o_rfill       5
rq2_wptr      5
wq2_rptr      5
rbin          5
worst max-delay path, delay by kind of cell (launching register included):
family	cells	cell delay [ps]
buffers and inverters	2	890
DFF	1	750
muxes	2	1060
per-layer routing:
layer	part of all wire (%)	up-vias	wire, µm
met4	1.5	0	184
met2	48	147	6093
met1	40	1675	5020
li1	-	1504	-
met5	0	-	0
met3	11	14	1344
path summary, 6_finish.rpt:
| kind | slack [ps] | cells after the start | startpoint | to |
|---|---|---|---|---|
| worst max-delay path | 2140 | 4 | rbin[0] | o_rdata[7] |
| worst min-delay path | 180 | 0 | rptr[3] | wq1_rptr[3] |
| worst max register to register | 3600 | 9 | rbin[0] | o_ralmostempty |
| worst min register to register | 180 | 0 | rptr[3] | wq1_rptr[3] |
| max in group clk1 | 2880 | 10 | i_wr | o_wfill[4] |
| max in group asynchronous | 4700 | 2 | i_rrstn | o_rempty |
| min in group clk0 | 350 | 0 | rq1_wptr[1] | rq2_wptr[1] |
| min in group asynchronous | 1220 | 2 | i_wrstn | wq2_rptr[0] |
power by group through the flow:
stage                 logic, mW  registers [mW]  clock network, mW
final                      1.81            1.73               1.12
after CTS                  1.86            1.74               1.14
after global routing       2.05            1.77               1.19
Power is estimated from default activity; no workload was simulated.
